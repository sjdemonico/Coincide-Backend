--- ./config.mk ---
export PLATFORM = sky130hd
export DESIGN_NAME = reg_interface_3
export DESIGN_NICKNAME = reg_interface_3
export VERILOG_FILES = /design/flow/design.v
export SDC_FILE = /design/flow/constraint.sdc
export NUM_CORES = 4
export LEC_CHECK = 1
export CORE_UTILIZATION = 50
--- ./constraint.sdc ---
current_design reg_interface_3

set clk_period 7.5
set clk_io_pct 0.2

create_clock -name clk0 -period $clk_period [get_ports {clk}]

set non_clock_inputs [all_inputs -no_clocks]
set_input_delay [expr $clk_period * $clk_io_pct] -clock clk0 $non_clock_inputs
set_output_delay [expr $clk_period * $clk_io_pct] -clock clk0 [all_outputs]
--- ./design.v ---
module reg_interface_3 (
    input clk,
    input rst,
    input [7:0] rx_data,
    input new_rx_data,
    output reg [7:0] tx_data,
    output reg new_tx_data,
    input tx_busy,
    output reg [65:0] regOut,
    input [32:0] regIn
  );
  localparam CLK_FREQ = 28'h8f0d180;
  localparam IDLE_state = 3'd0;
  localparam GET_ADDR_state = 3'd1;
  localparam WRITE_state = 3'd2;
  localparam REQUEST_WRITE_state = 3'd3;
  localparam REQUEST_READ_state = 3'd4;
  localparam WAIT_READ_state = 3'd5;
  localparam READ_RESULT_state = 3'd6;
  reg [2:0] M_state_d, M_state_q = IDLE_state;
  reg [5:0] M_addr_ct_d, M_addr_ct_q = 1'h0;
  reg [1:0] M_byte_ct_d, M_byte_ct_q = 1'h0;
  reg M_inc_d, M_inc_q = 1'h0;
  reg M_wr_d, M_wr_q = 1'h0;
  reg [25:0] M_timeout_d, M_timeout_q = 1'h0;
  reg [31:0] M_addr_d, M_addr_q = 1'h0;
  reg [31:0] M_data_d, M_data_q = 1'h0;
  always @* begin
    M_state_d = M_state_q;
    M_byte_ct_d = M_byte_ct_q;
    M_inc_d = M_inc_q;
    M_addr_ct_d = M_addr_ct_q;
    M_data_d = M_data_q;
    M_addr_d = M_addr_q;
    M_wr_d = M_wr_q;
    M_timeout_d = M_timeout_q;
    regOut[0+0-:1] = 1'h0;
    regOut[1+0-:1] = 1'bx;
    regOut[2+31-:32] = M_addr_q;
    regOut[34+31-:32] = M_data_q;
    tx_data = 1'bx;
    new_tx_data = 1'h0;
    M_timeout_d = M_timeout_q + 1'h1;
    if (new_rx_data) begin
      M_timeout_d = 1'h0;
    end
    case (M_state_q)
      IDLE_state: begin
        M_timeout_d = 1'h0;
        M_byte_ct_d = 1'h0;
        if (new_rx_data) begin
          M_wr_d = rx_data[7+0-:1];
          M_inc_d = rx_data[6+0-:1];
          M_addr_ct_d = rx_data[0+5-:6];
          M_state_d = GET_ADDR_state;
        end
      end
      GET_ADDR_state: begin
        if (new_rx_data) begin
          M_addr_d = {rx_data, M_addr_q[8+23-:24]};
          M_byte_ct_d = M_byte_ct_q + 1'h1;
          if (M_byte_ct_q == 2'h3) begin
            if (M_wr_q) begin
              M_state_d = WRITE_state;
            end else begin
              M_state_d = REQUEST_READ_state;
            end
          end
        end
      end
      WRITE_state: begin
        if (new_rx_data) begin
          M_data_d = {rx_data, M_data_q[8+23-:24]};
          M_byte_ct_d = M_byte_ct_q + 1'h1;
          if (M_byte_ct_q == 2'h3) begin
            M_state_d = REQUEST_WRITE_state;
          end
        end
      end
      REQUEST_WRITE_state: begin
        regOut[0+0-:1] = 1'h1;
        regOut[1+0-:1] = 1'h1;
        M_addr_ct_d = M_addr_ct_q - 1'h1;
        if (M_addr_ct_q == 1'h0) begin
          M_state_d = IDLE_state;
        end else begin
          M_state_d = WRITE_state;
          if (M_inc_q) begin
            M_addr_d = M_addr_q + 1'h1;
          end
        end
      end
      REQUEST_READ_state: begin
        regOut[0+0-:1] = 1'h1;
        regOut[1+0-:1] = 1'h0;
        if (regIn[32+0-:1]) begin
          M_data_d = regIn[0+31-:32];
          M_state_d = READ_RESULT_state;
        end else begin
          M_state_d = WAIT_READ_state;
        end
      end
      WAIT_READ_state: begin
        if (regIn[32+0-:1]) begin
          M_data_d = regIn[0+31-:32];
          M_state_d = READ_RESULT_state;
        end
      end
      READ_RESULT_state: begin
        M_timeout_d = 1'h0;
        if (!tx_busy) begin
          tx_data = M_data_q[0+7-:8];
          M_data_d = M_data_q >> 4'h8;
          new_tx_data = 1'h1;
          M_byte_ct_d = M_byte_ct_q + 1'h1;
          if (M_byte_ct_q == 2'h3) begin
            M_addr_ct_d = M_addr_ct_q - 1'h1;
            if (M_addr_ct_q == 1'h0) begin
              M_state_d = IDLE_state;
            end else begin
              M_state_d = REQUEST_READ_state;
              if (M_inc_q) begin
                M_addr_d = M_addr_q + 1'h1;
              end
            end
          end
        end
      end
    endcase
    if ((&M_timeout_q)) begin
      M_state_d = IDLE_state;
    end
  end
  always @(posedge clk) begin
    M_addr_ct_q <= M_addr_ct_d;
    M_byte_ct_q <= M_byte_ct_d;
    M_inc_q <= M_inc_d;
    M_wr_q <= M_wr_d;
    M_timeout_q <= M_timeout_d;
    M_addr_q <= M_addr_d;
    M_data_q <= M_data_d;
    if (rst == 1'b1) begin
      M_state_q <= 1'h0;
    end else begin
      M_state_q <= M_state_d;
    end
  end
endmodule
--- ./run.sh ---
#!/bin/bash
# OpenROAD 26Q1-2900-gdf79404cd8, Yosys 0.63+post, stock flow scripts
make -C /OpenROAD-flow-scripts/flow DESIGN_CONFIG=/design/flow/config.mk WORK_HOME=/design/flow/orfs finish
==> job_summary.md <==
## Synthesis and layout report

| Metric | Value |
|---|---|
| Met2 routed WL | `5.408 mm` |
| Post-cts hold-fix buffer tally | `0` |
| Final cell count without fillers | `754` |
| Maxcap violations | `0` |
| Hold Path Sink | `M_timeout_q[0]` |
| Worst hold path class | `reg2reg` |
| Top cell by count, worst path | `clkdlybuf4s50_1` |
| Max-area cell share | `0.4180` |
| Post-cts gate resize count | `0` |
| Fin Setup TNS | `0 ps` |
| Flip-flops with a built-in enable | `74` |
| Psw | `0.2744 mW` |
| Fmax achieved | `0.2157 GHz` |
| Post-Synthesis Cells | `500` |
| Final Critical Period | `4636 ps` |
| Synth area leader | `edfxtp_1` |
| DR pass1 iterations | `6` |
| Crit path max-delay cell type | `nor3_2` |
| Via count | `just over 4000` |
| CP peak stage delay | `510 ps` |
| Worst-path cell chain | `clkdlybuf4s50_1, nor3_2, and2_1, clkdlybuf4s50_1` |
| Chip area | `11050 µm²` |
| Num rows | `37` |
| Lkg Pwr | `approximately 2.4 nW` |
| Vias per cell | `5.341` |
| Most frequent cell after synthesis | `edfxtp_1` |
| Depth of the worst hold-timing path | `1` |
| Startpoint Class | `input port` |
| Crit path max fanout | `10` |
| Commonest cells post-synth | `edfxtp_1 (74), nand2_1 (50), nor2_1 (48), xor2_1 (36), dfxtp_1 (29)` |
| Share of cells above drive strength 1 | `0.09709` |
| Clk sinks | `103` |
| CP Class | `in2out` |
| Hold Path Origin | `M_timeout_q[0]` |
| Filler instances | `between 700 and 800` |
| DP HPWL | `8.163 mm` |
| Die Wd | `105.1 µm` |
| Final Hold Vio Count | `0` |
| Post-DRT Antenna Nets | `0` |
| Clock Tree Buf Depth | `2` |
| Tool warnings | `26` |
| Post-synthesis sequential area ratio | `0.5272` |
| Cell count after placement | `738` |
| Yosys reg bits | `103` |
| Register-to-Register Path Depth | `4` |
| Synth warnings | `1` |
| VDD IR max | `0.1345 mV` |
| Unrepaired setup endpoints after global routing | `no` |
| WL per Instance | `15.45 µm` |
| Sw frac | `0.2400` |
| Worst-margin pin slew | `842.8 ps` |
| Ports | `120` |
| Worst setup EP type | `output port` |
| First-pass GRT wire length | `19.16 mm` |
| CTS Buf Count | `9` |
| Overall die height | `105.1 µm` |
| Vias in the first global route | `3792` |
| WL met3 | `603 µm` |
| Clock slew seen by the registers of the worst setup and hold paths | `~90 ps` |
| Overflow after GRT | `0` |
| Max Clock Skew | `12.72 ps` |
| Main synth FF type | `edfxtp_1` |
| DP Worst Slack | `2834 ps` |
| Distinct lib cells used | `between 40 and 50` |
| Diodes inserted | `0` |
| Synth async-reset ratio | `0` |
| Setup bufs post-CTS | `0` |
| Final worst slack | `2864 ps` |
| CTS tree | `built` |
| DR iter-0 viols | `164` |
| H-tree levels | `3` |
| Worst r2r src | `M_state_q[0]` |
| Fin. max-slew vios | `0` |
| I/O Buffers | `119` |
| GRT Total Usage | `0.2308` |
| Worst R2R Setup Slack | `5200 ps` |
| Drt total wl | `11.65 mm` |
| Initial antenna violation count | `0` |
| Crit path DRT | `about 6000 ps` |
| Syn-to-layout area delta | `28.12%` |
| Arrival time worst endpoint | `~3100 ps` |
| Cell total in the yosys stat output | `500` |
| Reg area | `2803 µm²` |
| Slew headroom | `0.4381` |
| Util after Layout | `0.6598` |
| Cycle use final | `0.6181` |
| Clock latency (worst-skew pair) | `360 ps` |
| Comb power frac | `0.117` |
| Final setup viols | `0` |
| RD Place Congestion | `0.8620` |
| Internal power | `0.8691 mW` |
| Reg2Reg Capture Point | `M_addr_ct_q[2]` |
| Mean Syn Cell Area | `10.63 µm²` |
| Fp util | `0.5150` |
| Share of total power in sequential cells | `0.593` |
| Power share of the clock group | `0.290` |
| Outcome | `complete, no violations` |
| CTS root buf | `clkbuf_8` |
| Post-synth area hogs | `edfxtp_1 (42%), dfxtp_1 (11%), xor2_1 (5.9%)` |
| PwrDens | `167.9 nW/µm²` |
| Max layer used | `met4` |
| Comb area | `2382 µm²` |
| Drt drc | `0` |
| Post-Route M1 WL | `5.521 mm` |
| Area reported by Yosys stat | `5316 µm²` |
| Mapped Area | `5316 µm²` |
| Largest net degree at the start of global routing | `54` |
| Core area | `around 10000 µm²` |
[worst max-delay path by stage]
stage	start	end	slack [ps]	depth (start not counted)
CTS	tx_busy	tx_data[1]	2830	4
global route	tx_busy	tx_data[5]	2720	4
finish	tx_busy	tx_data[1]	2860	4
[layer usage]
metal	global-route usage	up-vias
met2	0.3472	111
met4	0.01811	0
met3	0.03875	9
met1	0.4002	1878
met5	0	-
li1	-	2029
[power by group through the flow]
stage         Combinational, mW  Clock [mW]  Sequential (mW)
finish                    0.134       0.332            0.678
global route              0.149       0.363            0.683
CTS                       0.135       0.342            0.678
[placed cells by master (no fill, tap or decap), drive strengths merged, types with 3 or more instances in the layout]
cell type | Yosys | final
and4 | 4 | 4
buf | 13 | 5
edfxtp | 74 | 74
mux2 | 24 | 24
a21oi | 17 | 17
nand2b | 4 | 4
and3 | 12 | 12
nor3 | 10 | 10
o21ai | 37 | 37
a22o | 8 | 8
xnor2 | 20 | 20
nand3 | 29 | 29
xor2 | 36 | 36
inv | 11 | 12
ha | 4 | 4
nor4 | 7 | 7
a31oi | 3 | 3
and2 | 15 | 15
nor2 | 48 | 48
dfxtp | 29 | 29
clkdlybuf4s50 | 0 | 119
clkbuf | 9 | 13
nand2 | 50 | 50
nand4 | 20 | 20
[critical path, delay by kind of cell]
| kind | cells | cell delay (ps) |
|---|---|---|
| buffers and inverters | 2 | 920 |
| and+or+nand+nor | 2 | 720 |
[metrics by stage]
step | power [mW] | hold WS, ps | area, µm²
after floorplan | 0.7452 | 437.8 | 5316
after global placement | 0.8231 | 455.5 | 6625
after detailed placement | 0.8239 | 460.1 | 6625
after CTS | 1.155 | 487.8 | 6812
after global routing | 1.195 | 529.1 | 6812
final | 1.144 | 484.4 | 6812
[state kept, by name, summed over array words and instances, names as in the netlist]
| name | count |
|---|---|
| M_inc_q | 1 |
| M_state_q | 3 |
| M_addr_q | 32 |
| M_addr_ct_q | 6 |
| M_timeout_q | 26 |
| M_byte_ct_q | 2 |
| M_wr_q | 1 |
| M_data_q | 32 |
[cell type report]
class | instances | area share
Timing Repair Buffer | 124 | 0.1804
Sequential cell | 103 | 0.4115
Clock inverter | 3 | 0.002388
Tap cell | 136 | 0.02498
Inverter | 11 | 0.006062
Multi-Input combinational cell | 364 | 0.3497
Clock buffer | 13 | 0.02498
[cell families after synthesis]
group,count (synthesis),synth area share
flip-flops,103,0.5272
XOR/XNOR,56,0.09226
buffers and inverters,33,0.02636
multiplexers,26,0.05460
adder cells (fa/ha/maj),4,0.009414
AND-OR/OR-AND,75,0.08708
AND/OR/NAND/NOR,203,0.2031
Power figures rest on the tool's default switching activity, not on a simulated workload.
