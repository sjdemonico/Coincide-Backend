### design/flow/config.mk
export PLATFORM = sky130hd
export DESIGN_NAME = avr_interface_2
export DESIGN_NICKNAME = avr_interface_2
export VERILOG_FILES = /design/flow/design.v
export SDC_FILE = /design/flow/constraint.sdc
export NUM_CORES = 4
export LEC_CHECK = 1
export CORE_UTILIZATION = 50
### design/flow/constraint.sdc
current_design avr_interface_2

set clk_period 3.9
set clk_io_pct 0.2

create_clock -name clk0 -period $clk_period [get_ports {clk}]

set non_clock_inputs [all_inputs -no_clocks]
set_input_delay [expr $clk_period * $clk_io_pct] -clock clk0 $non_clock_inputs
set_output_delay [expr $clk_period * $clk_io_pct] -clock clk0 [all_outputs]
### design/flow/design.v
module avr_interface_2 (
    input clk,
    input rst,
    input cclk,
    output reg spi_miso,
    input spi_mosi,
    input spi_sck,
    input spi_ss,
    output reg [3:0] spi_channel,
    output reg tx,
    input rx,
    input [3:0] channel,
    output reg new_sample,
    output reg [9:0] sample,
    output reg [3:0] sample_channel,
    input [7:0] tx_data,
    input new_tx_data,
    output reg tx_busy,
    input tx_block,
    output reg [7:0] rx_data,
    output reg new_rx_data
  );
  localparam CLK_FREQ = 28'h8f0d180;
  localparam BAUD = 19'h7a120;
  reg n_rdy;
  wire [1-1:0] M_cclk_detector_ready;
  reg [1-1:0] M_cclk_detector_cclk;
  cclk_detector_43 cclk_detector (
    .clk(clk),
    .rst(rst),
    .cclk(M_cclk_detector_cclk),
    .ready(M_cclk_detector_ready)
  );
  wire [1-1:0] M_spi_slave_miso;
  wire [1-1:0] M_spi_slave_done;
  wire [8-1:0] M_spi_slave_data_out;
  reg [1-1:0] M_spi_slave_ss;
  reg [1-1:0] M_spi_slave_mosi;
  reg [1-1:0] M_spi_slave_sck;
  reg [8-1:0] M_spi_slave_data_in;
  spi_slave_44 spi_slave (
    .clk(clk),
    .rst(n_rdy),
    .ss(M_spi_slave_ss),
    .mosi(M_spi_slave_mosi),
    .sck(M_spi_slave_sck),
    .data_in(M_spi_slave_data_in),
    .miso(M_spi_slave_miso),
    .done(M_spi_slave_done),
    .data_out(M_spi_slave_data_out)
  );
  wire [8-1:0] M_uart_rx_data;
  wire [1-1:0] M_uart_rx_new_data;
  reg [1-1:0] M_uart_rx_rx;
  uart_rx_45 uart_rx (
    .clk(clk),
    .rst(n_rdy),
    .rx(M_uart_rx_rx),
    .data(M_uart_rx_data),
    .new_data(M_uart_rx_new_data)
  );
  wire [1-1:0] M_uart_tx_tx;
  wire [1-1:0] M_uart_tx_busy;
  reg [1-1:0] M_uart_tx_block;
  reg [8-1:0] M_uart_tx_data;
  reg [1-1:0] M_uart_tx_new_data;
  uart_tx_46 uart_tx (
    .clk(clk),
    .rst(n_rdy),
    .block(M_uart_tx_block),
    .data(M_uart_tx_data),
    .new_data(M_uart_tx_new_data),
    .tx(M_uart_tx_tx),
    .busy(M_uart_tx_busy)
  );
  reg M_newSampleReg_d, M_newSampleReg_q = 1'h0;
  reg [9:0] M_sampleReg_d, M_sampleReg_q = 1'h0;
  reg [3:0] M_sampleChannelReg_d, M_sampleChannelReg_q = 1'h0;
  reg [1:0] M_byteCt_d, M_byteCt_q = 1'h0;
  reg [3:0] M_block_d, M_block_q = 1'h0;
  reg M_busy_d, M_busy_q = 1'h0;
  always @* begin
    M_newSampleReg_d = M_newSampleReg_q;
    M_sampleChannelReg_d = M_sampleChannelReg_q;
    M_byteCt_d = M_byteCt_q;
    M_busy_d = M_busy_q;
    M_block_d = M_block_q;
    M_sampleReg_d = M_sampleReg_q;
    n_rdy = ~M_cclk_detector_ready;
    M_cclk_detector_cclk = cclk;
    M_spi_slave_sck = spi_sck;
    M_spi_slave_mosi = spi_mosi;
    M_spi_slave_data_in = 8'hff;
    M_spi_slave_ss = spi_ss;
    M_uart_rx_rx = rx;
    M_uart_tx_data = tx_data;
    M_uart_tx_new_data = new_tx_data;
    M_uart_tx_block = M_busy_q;
    M_block_d = {M_block_q[0+2-:3], tx_block};
    new_sample = M_newSampleReg_q;
    sample = M_sampleReg_q;
    sample_channel = M_sampleChannelReg_q;
    tx_busy = M_uart_tx_busy;
    rx_data = M_uart_rx_data;
    new_rx_data = M_uart_rx_new_data;
    spi_channel = M_cclk_detector_ready ? channel : 4'bzzzz;
    spi_miso = M_cclk_detector_ready && !spi_ss ? M_spi_slave_miso : 1'bz;
    tx = M_cclk_detector_ready ? M_uart_tx_tx : 1'bz;
    M_newSampleReg_d = 1'h0;
    if (M_block_q[3+0-:1] ^ M_block_q[2+0-:1]) begin
      M_busy_d = 1'h0;
    end
    if (!M_uart_tx_busy && new_tx_data) begin
      M_busy_d = 1'h1;
    end
    if (spi_ss) begin
      M_byteCt_d = 1'h0;
    end
    if (M_spi_slave_done) begin
      if (M_byteCt_q == 1'h0) begin
        M_sampleReg_d[0+7-:8] = M_spi_slave_data_out;
        M_byteCt_d = 1'h1;
      end else begin
        if (M_byteCt_q == 1'h1) begin
          M_sampleReg_d[8+1-:2] = M_spi_slave_data_out[0+1-:2];
          M_sampleChannelReg_d = M_spi_slave_data_out[4+3-:4];
          M_byteCt_d = 2'h2;
          M_newSampleReg_d = 1'h1;
        end
      end
    end
  end
  always @(posedge clk) begin
    M_block_q <= M_block_d;
    M_busy_q <= M_busy_d;
    if (n_rdy == 1'b1) begin
      M_newSampleReg_q <= 1'h0;
      M_sampleReg_q <= 1'h0;
      M_sampleChannelReg_q <= 1'h0;
      M_byteCt_q <= 1'h0;
    end else begin
      M_newSampleReg_q <= M_newSampleReg_d;
      M_sampleReg_q <= M_sampleReg_d;
      M_sampleChannelReg_q <= M_sampleChannelReg_d;
      M_byteCt_q <= M_byteCt_d;
    end
  end
endmodule
module cclk_detector_43 (
    input clk,
    input rst,
    input cclk,
    output reg ready
  );
  localparam CLK_FREQ = 28'h8f0d180;
  localparam CTR_SIZE = 4'hf;
  reg [14:0] M_ctr_d, M_ctr_q = 1'h0;
  always @* begin
    M_ctr_d = M_ctr_q;
    ready = (&M_ctr_q);
    if (cclk == 1'h0) begin
      M_ctr_d = 1'h0;
    end else begin
      if (!(&M_ctr_q)) begin
        M_ctr_d = M_ctr_q + 1'h1;
      end
    end
  end
  always @(posedge clk) begin
    if (rst == 1'b1) begin
      M_ctr_q <= 1'h0;
    end else begin
      M_ctr_q <= M_ctr_d;
    end
  end
endmodule
module spi_slave_44 (
    input clk,
    input rst,
    input ss,
    input mosi,
    output reg miso,
    input sck,
    output reg done,
    input [7:0] data_in,
    output reg [7:0] data_out
  );
  localparam CPOL = 1'h0;
  localparam CPHA = 1'h0;
  reg [2:0] M_bit_ct_d, M_bit_ct_q = 1'h0;
  reg [7:0] M_data_d, M_data_q = 1'h0;
  reg M_mosi_reg_d, M_mosi_reg_q = 1'h0;
  reg M_miso_reg_d, M_miso_reg_q = 1'h0;
  reg [1:0] M_sck_reg_d, M_sck_reg_q = 1'h0;
  reg M_ss_reg_d, M_ss_reg_q = 1'h0;
  reg [7:0] M_data_out_reg_d, M_data_out_reg_q = 1'h0;
  reg M_done_reg_d, M_done_reg_q = 1'h0;
  always @* begin
    M_sck_reg_d = M_sck_reg_q;
    M_mosi_reg_d = M_mosi_reg_q;
    M_done_reg_d = M_done_reg_q;
    M_ss_reg_d = M_ss_reg_q;
    M_data_d = M_data_q;
    M_bit_ct_d = M_bit_ct_q;
    M_data_out_reg_d = M_data_out_reg_q;
    M_miso_reg_d = M_miso_reg_q;
    miso = M_miso_reg_q;
    done = M_done_reg_q;
    data_out = M_data_out_reg_q;
    M_ss_reg_d = ss;
    M_mosi_reg_d = mosi;
    M_sck_reg_d = {M_sck_reg_q[0+0-:1], sck};
    M_done_reg_d = 1'h0;
    if (M_ss_reg_q) begin
      M_bit_ct_d = 3'h7;
      M_data_d = data_in;
      M_miso_reg_d = data_in[7+0-:1];
    end else begin
      if (M_sck_reg_q == 2'h1) begin
        M_data_out_reg_d[(M_bit_ct_q)*1+0-:1] = M_mosi_reg_q;
        M_bit_ct_d = M_bit_ct_q - 1'h1;
        if (M_bit_ct_q == 1'h0) begin
          M_done_reg_d = 1'h1;
          M_data_d = data_in;
        end
      end else begin
        if (M_sck_reg_q == 2'h2) begin
          M_miso_reg_d = M_data_q[(M_bit_ct_q)*1+0-:1];
        end
      end
    end
  end
  always @(posedge clk) begin
    M_mosi_reg_q <= M_mosi_reg_d;
    M_miso_reg_q <= M_miso_reg_d;
    M_sck_reg_q <= M_sck_reg_d;
    M_ss_reg_q <= M_ss_reg_d;
    M_data_out_reg_q <= M_data_out_reg_d;
    M_done_reg_q <= M_done_reg_d;
    if (rst == 1'b1) begin
      M_bit_ct_q <= 1'h0;
      M_data_q <= 1'h0;
    end else begin
      M_bit_ct_q <= M_bit_ct_d;
      M_data_q <= M_data_d;
    end
  end
endmodule
module uart_rx_45 (
    input clk,
    input rst,
    input rx,
    output reg [7:0] data,
    output reg new_data
  );
  localparam CLK_FREQ = 28'h8f0d180;
  localparam BAUD = 19'h7a120;
  localparam CLK_PER_BIT = 30'h0000012c;
  localparam CTR_SIZE = 4'h9;
  localparam IDLE_state = 2'd0;
  localparam WAIT_HALF_state = 2'd1;
  localparam WAIT_FULL_state = 2'd2;
  localparam WAIT_HIGH_state = 2'd3;
  reg [1:0] M_state_d, M_state_q = IDLE_state;
  reg [8:0] M_ctr_d, M_ctr_q = 1'h0;
  reg [2:0] M_bitCtr_d, M_bitCtr_q = 1'h0;
  reg [7:0] M_savedData_d, M_savedData_q = 1'h0;
  reg M_newData_d, M_newData_q = 1'h0;
  reg M_rxd_d, M_rxd_q = 1'h0;
  always @* begin
    M_state_d = M_state_q;
    M_newData_d = M_newData_q;
    M_bitCtr_d = M_bitCtr_q;
    M_savedData_d = M_savedData_q;
    M_rxd_d = M_rxd_q;
    M_ctr_d = M_ctr_q;
    M_rxd_d = rx;
    M_newData_d = 1'h0;
    data = M_savedData_q;
    new_data = M_newData_q;
    case (M_state_q)
      IDLE_state: begin
        M_bitCtr_d = 1'h0;
        M_ctr_d = 1'h0;
        if (M_rxd_q == 1'h0) begin
          M_state_d = WAIT_HALF_state;
        end
      end
      WAIT_HALF_state: begin
        M_ctr_d = M_ctr_q + 1'h1;
        if (M_ctr_q == 30'h00000096) begin
          M_ctr_d = 1'h0;
          M_state_d = WAIT_FULL_state;
        end
      end
      WAIT_FULL_state: begin
        M_ctr_d = M_ctr_q + 1'h1;
        if (M_ctr_q == 31'h0000012b) begin
          M_savedData_d = {M_rxd_q, M_savedData_q[1+6-:7]};
          M_bitCtr_d = M_bitCtr_q + 1'h1;
          M_ctr_d = 1'h0;
          if (M_bitCtr_q == 3'h7) begin
            M_state_d = WAIT_HIGH_state;
            M_newData_d = 1'h1;
          end
        end
      end
      WAIT_HIGH_state: begin
        if (M_rxd_q == 1'h1) begin
          M_state_d = IDLE_state;
        end
      end
      default: begin
        M_state_d = IDLE_state;
      end
    endcase
  end
  always @(posedge clk) begin
    M_ctr_q <= M_ctr_d;
    M_bitCtr_q <= M_bitCtr_d;
    M_savedData_q <= M_savedData_d;
    M_newData_q <= M_newData_d;
    M_rxd_q <= M_rxd_d;
    if (rst == 1'b1) begin
      M_state_q <= 1'h0;
    end else begin
      M_state_q <= M_state_d;
    end
  end
endmodule
module uart_tx_46 (
    input clk,
    input rst,
    output reg tx,
    input block,
    output reg busy,
    input [7:0] data,
    input new_data
  );
  localparam CLK_FREQ = 28'h8f0d180;
  localparam BAUD = 19'h7a120;
  localparam CLK_PER_BIT = 30'h0000012c;
  localparam CTR_SIZE = 4'h9;
  localparam IDLE_state = 2'd0;
  localparam START_BIT_state = 2'd1;
  localparam DATA_state = 2'd2;
  localparam STOP_BIT_state = 2'd3;
  reg [1:0] M_state_d, M_state_q = IDLE_state;
  reg [8:0] M_ctr_d, M_ctr_q = 1'h0;
  reg [2:0] M_bitCtr_d, M_bitCtr_q = 1'h0;
  reg [7:0] M_savedData_d, M_savedData_q = 1'h0;
  reg M_txReg_d, M_txReg_q = 1'h0;
  reg M_blockFlag_d, M_blockFlag_q = 1'h0;
  always @* begin
    M_state_d = M_state_q;
    M_txReg_d = M_txReg_q;
    M_bitCtr_d = M_bitCtr_q;
    M_savedData_d = M_savedData_q;
    M_ctr_d = M_ctr_q;
    M_blockFlag_d = M_blockFlag_q;
    tx = M_txReg_q;
    busy = 1'h1;
    M_blockFlag_d = block;
    case (M_state_q)
      IDLE_state: begin
        M_txReg_d = 1'h1;
        if (!M_blockFlag_q) begin
          busy = 1'h0;
          M_bitCtr_d = 1'h0;
          M_ctr_d = 1'h0;
          if (new_data) begin
            M_savedData_d = data;
            M_state_d = START_BIT_state;
          end
        end
      end
      START_BIT_state: begin
        M_ctr_d = M_ctr_q + 1'h1;
        M_txReg_d = 1'h0;
        if (M_ctr_q == 31'h0000012b) begin
          M_ctr_d = 1'h0;
          M_state_d = DATA_state;
        end
      end
      DATA_state: begin
        M_txReg_d = M_savedData_q[(M_bitCtr_q)*1+0-:1];
        M_ctr_d = M_ctr_q + 1'h1;
        if (M_ctr_q == 31'h0000012b) begin
          M_ctr_d = 1'h0;
          M_bitCtr_d = M_bitCtr_q + 1'h1;
          if (M_bitCtr_q == 3'h7) begin
            M_state_d = STOP_BIT_state;
          end
        end
      end
      STOP_BIT_state: begin
        M_txReg_d = 1'h1;
        M_ctr_d = M_ctr_q + 1'h1;
        if (M_ctr_q == 31'h0000012b) begin
          M_state_d = IDLE_state;
        end
      end
      default: begin
        M_state_d = IDLE_state;
      end
    endcase
  end
  always @(posedge clk) begin
    M_ctr_q <= M_ctr_d;
    M_bitCtr_q <= M_bitCtr_d;
    M_savedData_q <= M_savedData_d;
    M_txReg_q <= M_txReg_d;
    M_blockFlag_q <= M_blockFlag_d;
    if (rst == 1'b1) begin
      M_state_q <= 1'h0;
    end else begin
      M_state_q <= M_state_d;
    end
  end
endmodule
### design/flow/run.sh
#!/bin/bash
# OpenROAD 26Q1-2900-gdf79404cd8, Yosys 0.63+post, stock flow scripts
make -C /OpenROAD-flow-scripts/flow DESIGN_CONFIG=/design/flow/config.mk WORK_HOME=/design/flow/orfs finish
==> results.py <==
# Flow results
metrics = {
    "synth": {
        "synth_chip_area_mm2": 0.00465,
        "synth_seq_share_pct": 54.7,
        "compound_area_share_pct": 5.97,
        "synth_area_per_cell_um2": 10.7,
        "top_logic_kind": "simple AND/OR/NAND/NOR gates",
        "ys_cells": 435,
        "ys_sh_xor_pct": 5.84,
        "synth-edff-count": 48,
        "synth.top_cells.by_count": "nor2_1 (72), dfxtp_1 (55), edfxtp_1 (48)",
        "ys_ff": 103,
        "adder_share_pct": 6.46,
        "ff_type": "dfxtp_1",
        "ys_sh_mux_pct": 5.68,
        "synth-async-reset-ratio_pct": 0,
        "syn_inst": 435,
        "synth.area.top_cells": "edfxtp_1 (31%), dfxtp_1 (24%), ha_1 (6.5%), nor2_1 (5.8%), mux2i_1 (4.9%)",
        "simple_gate_share_pct": 18.6,
        "yosysMostFrequentCell": "nor2_1",
        "yosys_warnings": 8,
        "yosysTopAreaCell": "edfxtp_1",
        "synth_area_mm2": 0.00465,
        "synth_cell_type_count": 50,
        "netlist.area_leader.share_pct": 31.0,
    },
    "worst_setup_path": {
        "reg2reg_to": "spi_slave.M_data_out_reg_q[7]",
        "worstReg2RegStart": "spi_slave.M_bit_ct_q[0]",
        "rr_worst_depth": 9,
        "crit_start": "spi_slave.M_bit_ct_q[0]",
        "r2r_slack_ps": 880,
        "crit_end": "spi_slave.M_data_out_reg_q[7]",
        "worstPathRequired_ps": 4020,
        "setup.worst_path.end_class": "flop",
        "crit_path_start_kind": "flop",
        "crit_arrival_ps": 3150,
        "crit_type": "flop to flop",
        "critPathMaxFanout": 13,
    },
    "finish": {
        "area_growth_syn_to_layout_pct": 14.7,
        "num-fill-cells": 730,
        "drive_gt1_share_pct": 4.98,
        "comb_area_mm2": 0.00198,
        "design_area_mm2": 0.00534,
        "seqCellArea_mm2": 0.00254,
    },
    "global_routing": {
        "grt_pass1_vias": 2973,
        "track_usage_pct": 17.9,
        "gr-total-overflow": 0,
        "grt_antenna_before_repair": 0,
        "grt_start_max_net_pins": 26,
        "grt_pass1_wl_mm": 13.5,
    },
    "die": {
        "placementRows": 34,
        "chipArea_mm2": 0.00969,
        "fp.dieH_um": 98.5,
        "ios": 52,
        "die_w_um": 98.5,
        "fp_util_pct": 52.6,
        "coreArea_mm2": 0.00885,
    },
    "final_timing": {
        "period_used_pct": 77.5,
        "max_slew_margin_pct": 47.7,
        "drv_slew": 0,
        "setup_violations": 0,
        "skew_ps": 16.3,
        "worst_slew_pin_slew_ps": 765,
        "final-hold-violation-count": 0,
        "period_minus_slack_ps": 3020,
        "fmax_mhz": 331,
        "tns_ps": 0,
        "grt_setup_unrepaired": "no",
    },
    "drt": {
        "antenna_cells": 0,
        "wire_per_inst_um": 12.9,
        "vias": 3067,
        "drtIter0Drc": 64,
        "drt_drc_violations_left": 0,
        "detail-route-antenna-nets": 0,
        "first_pass_iters": 6,
        "routed_wl_mm": 7.64,
        "via_per_inst": 5.20,
    },
    "clock_tree": {
        "h-tree-depth": 3,
        "cts_tree": "done",
        "clk_latency_ps": 350,
        "clock_path_buffers": 2,
        "numCtsBuffers": 9,
        "hold_buffers": 0,
        "clock-root-buffer": "clkbuf_8",
        "cts.reportedPaths.clkPinSlew_ps": 100,
        "post_cts_buffers": 0,
        "clock-sinks": 103,
        "cts_resized": 0,
    },
    "pwr": {
        "pwr_density_cell_mw_per_mm2": 358,
        "power_leakage_nw": 1.94,
        "peakVddDrop_v": 0.000189,
    },
    "placed_design": {
        "dpl_cell_area_mm2": 0.00517,
        "gp_congestion": 0.892,
        "dp_hpwl_mm": 5.32,
        "portBuffers": 43,
    },
    "worst_hold_path": {
        "hold_class": "flop to flop",
        "worstHoldStart": "M_block_q[0]",
    },
    "flow_run": {
        "warnings": 39,
        "maxCapViolCount": 0,
    },
    "status": {
        "status": "complete, no violations",
    },
}
==> final cells by class <==
class / count / share of cell area, %
flip-flops and latches: 103 / 47.6
clock buffers: 11 / 2.46
clock inverters: 5 / 0.633
inverters: 15 / 1.06
repair buffers: 47 / 8.63
multi-input cells: 301 / 37.0
well taps: 108 / 2.53
==> worst min path at each step <==
stage | endpoint | slack, ps | cells after the start
after CTS | M_block_q[1] | 330 | 0
after global routing | M_block_q[1] | 350 | 0
final | M_block_q[1] | 330 | 0
==> cell families after synthesis <==
family                   after synthesis
adder cells (fa/ha/maj)               24
XOR/XNOR                              31
AND-OR/OR-AND                         41
buffers and inverters                 31
AND/OR/NAND/NOR                      179
flip-flops                           103
multiplexers                          26
==> stage by stage <==
| step | utilization, % | cells | setup WS (ps) | total power, W | hold slack, ps |
|---|---|---|---|---|---|
| floorplan | - | 435 | 969 | 0.00131 | 310 |
| finish | 60.3 | 590 | 877 | 0.00191 | 332 |
| CTS | 60.3 | 590 | 884 | 0.00195 | 334 |
| detailed placement | 58.4 | 574 | 877 | 0.00136 | 316 |
| global placement | 58.4 | 574 | 932 | 0.00136 | 319 |
| global route | 60.3 | 590 | 500 | 0.00201 | 348 |
==> registers in the layout, indices dropped and copies added, names as in the netlist, 2 cells and up <==
register and count:
M_block_q 4, uart_rx.M_state_q 2, spi_slave.M_bit_ct_q 3, uart_tx.M_ctr_q 9
uart_rx.M_bitCtr_q 3, uart_tx.M_bitCtr_q 3, uart_rx.M_savedData_q 8, M_byteCt_q 2
M_sampleChannelReg_q 4, cclk_detector.M_ctr_q 15, M_sampleReg_q 10, uart_rx.M_ctr_q 9
uart_tx.M_savedData_q 8, spi_slave.M_data_out_reg_q 8, spi_slave.M_sck_reg_q 2, uart_tx.M_state_q 2
==> per-layer routing <==
| layer | global-route usage, % | routed length, µm | vias to the layer above |
|---|---|---|---|
| met3 | 3.54 | 275 | 7 |
| met1 | 30.7 | 3910 | 1401 |
| li1 | - | - | 1613 |
| met2 | 26.7 | 3390 | 46 |
| met5 | 0 | 0 | - |
| met4 | 1.49 | 65 | 0 |
==> worst max-delay path, cell delays in order (launching register included) <==
cell and delay [ps]:
dfxtp_1 590, inv_1 200, ha_1 390, nand2b_1 190
nor2_1 130, ha_1 330, xnor2_1 180, o31ai_1 400
nand2_1 110, mux2_2 290
==> report_power, final <==
part,internal (W),total (W),switching [W]
Clock,0.000233,0.000582,0.000349
Combinational,0.0000665,0.000132,0.0000658
Sequential,0.00117,0.00120,0.0000272
==> cells in the final DEF (no fill, tap or decap), types with 4 or more instances in the layout <==
cell	instances
nor4_1	4
o21ai_0	8
nor2_1	72
a211oi_1	5
nand4_1	4
clkdlybuf4s50_1	43
a21oi_1	7
nand4b_1	4
xnor2_1	14
ha_1	24
nand3_1	20
o2bb2ai_1	4
or3_1	4
buf_4	4
nand2_1	29
edfxtp_1	48
a31oi_1	4
and2_1	5
mux2i_1	23
nand2b_1	10
clkbuf_8	9
dfxtp_1	55
inv_1	15
xor2_1	17
nor3_1	11
Power and IR drop assume default switching activity.
