### design/flow/config.mk
export PLATFORM = sky130hd
export DESIGN_NAME = timer_4
export DESIGN_NICKNAME = timer_4
export VERILOG_FILES = /design/flow/design.v
export SDC_FILE = /design/flow/constraint.sdc
export NUM_CORES = 4
export LEC_CHECK = 1
export CORE_AREA = 10 10 112 112
export DIE_AREA = 0 0 122 122
### design/flow/constraint.sdc
current_design timer_4

set clk_period 3.5
set clk_io_pct 0.2

create_clock -name clk0 -period $clk_period [get_ports {clk}]

set non_clock_inputs [all_inputs -no_clocks]
set_input_delay [expr $clk_period * $clk_io_pct] -clock clk0 $non_clock_inputs
set_output_delay [expr $clk_period * $clk_io_pct] -clock clk0 [all_outputs]
### design/flow/design.v
module timer_4 (
    input clk,
    input rst,
    output reg maxval,
    output reg [26:0] value
  );
  localparam SIZE = 5'h1b;
  localparam DIV = 1'h0;
  localparam TOP = 29'h047868bf;
  localparam UP = 1'h1;
  reg [26:0] M_ctr_d, M_ctr_q = 1'h0;
  localparam MAX_VALUE = 29'h047868bf;
  always @* begin
    M_ctr_d = M_ctr_q;
    value = M_ctr_q[0+26-:27];
    maxval = 1'h0;
    if (1'h1) begin
      M_ctr_d = M_ctr_q + 1'h1;
      if (1'h1 && M_ctr_q == 29'h047868bf) begin
        M_ctr_d = 1'h0;
        maxval = 1'h1;
      end
    end else begin
      M_ctr_d = M_ctr_q - 1'h1;
      if (1'h1 && M_ctr_q == 1'h0) begin
        M_ctr_d = 29'h047868bf;
      end
    end
  end
  always @(posedge clk) begin
    if (rst == 1'b1) begin
      M_ctr_q <= 1'h0;
    end else begin
      M_ctr_q <= M_ctr_d;
    end
  end
endmodule
### design/flow/run.sh
#!/bin/bash
# OpenROAD 26Q1-2900-gdf79404cd8, Yosys 0.63+post, stock flow scripts
make -C /OpenROAD-flow-scripts/flow DESIGN_CONFIG=/design/flow/config.mk WORK_HOME=/design/flow/orfs finish
==> results.yml <==
# implementation run metrics
synthesis:
  yosys_cells: 159
  yosys_area_um2: 1359
  yosysWarnings: 1
  syn_inst: 159
  avgSynthCellArea_um2: 8.546
  ys.flops: 27
  ys_types: 33
  ys_seq_share_pct: 39.78
  syn_area_um2: 1359
layout:
  area_growth_pct: 34.44
  final_cell_count_no_fill: 322
  reg.largest.list: "M_ctr_q x27"
  mostFrequentLayoutCell: "clkdlybuf4s50_1"
  largest_register: "M_ctr_q"
  n_fill_cell: 1113
  drive_above_1_share_pct: 5.914
  lay_top_cells: "29 x clkdlybuf4s50_1, 27 x dfxtp_1, 16 x nor2_1, 13 x a21oi_1, 12 x nand3_1"
  largest_reg_flops: 27
die:
  die-area_um2: 14880
  die_h_um: 122
  rows: 37
  fp.dieW_um: 122
  fp_util_pct: 13.28
  design.core.area_um2: 10230
  io-pin-count: 30
setup_path:
  r2r-start: "M_ctr_q[0]"
  required_ns: 2.80
  path_max_fanout: 5
  timing.rr.end: "M_ctr_q[26]"
  arrival_ns: 2.05
  crit_type: "reg -> out"
  critPathSlowestCell: "clkdlybuf4s50_1"
  critPathMaxStageDelay_ns: 0.52
  crit_buf_inv: 1
  crit_family: "simple AND/OR/NAND/NOR gates"
  ff2ff_setup_slack_ns: 1.25
  ff2ff_path_depth: 5
  crit_chain: "ha_1, and4_2, nand2_1, nor3_1, clkdlybuf4s50_1"
  critPathLaunchType: "flip-flop"
  cp-end-kind: "output port"
placement:
  dp.cells: 318
  dp_hpwl_um: 2937
  io_buffers: 29
  globalplace.congestion: 0.8229
routing:
  vias: 1252
  ant_nets: 0
  n_antenna_cell: 0
  first_pass_iters: 4
  vias_per_cell: 3.888
  drtIter0Drc: 87
  drt-wirelength-per-cell_um: 12.36
  wirelength_um: 3980
  drc_errors: 0
worst_hold_path:
  min_from: "M_ctr_q[0]"
  hold-path-cell-count: 1
  hold_class: "reg -> reg"
  hold_end: "M_ctr_q[0]"
timing:
  fmax_mhz: 364.2
  setup-violations-final: 0
  hold_violations: 0
  skew_ns: 0.005505
  fin_hold_ws_ns: 0.4891
  fin_setup_tns_ns: 0
  period_needed_ns: 2.746
  period_used_pct: 78.45
  worst_pin_slew_ns: 0.3930
  max_slew_margin_pct: 73.72
  rsz0062_at_grt: "false"
  drv_slew: 0
grt:
  grt_max_degree: 24
  antenna_found_initial: 0
  grtUsageTotal_pct: 5.147
  grt_pass1_vias: 1147
  grt_overflow: 0
  grt_pass1_wl_um: 6223
clocking:
  hold_buffers: 0
  cts-root-buf: "clkbuf_8"
  numCtsBuffers: 3
  clk_pin_slew_ns: 0.09
  tritoncts: "done"
  cts_sinks: 27
  htree_levels: 1
  cts_buffer_depth: 2
  cts_setup_buffers: 0
  worstSkewPairLatency_ns: 0.27
  cts_resized: 0
power_and_ir_drop:
  leakage_nw: 0.4935
  vdd_drop_max_uv: 126.7
  power_density_nw_per_um2: 281.4
run_status:
  status: "finished clean"
job:
  warning_count: 25
  cap_violations: 0
-- cells in the mapped netlist --
cell | n | area share [%]
or3_1 | 5 | 2.3
nor4_1 | 3 | 1.4
nand4_1 | 9 | 4.1
o21ai_0 | 6 | 2.2
xnor2_1 | 9 | 5.8
nand3_4 | 1 | 1.3
and4_2 | 1 | 0.74
or4_4 | 1 | 0.83
nand3_1 | 12 | 4.4
and4_1 | 2 | 1.3
buf_6 | 2 | 1.7
inv_1 | 6 | 1.7
o41ai_1 | 2 | 1.3
o31ai_2 | 1 | 0.92
buf_2 | 2 | 0.74
nor2b_1 | 1 | 0.46
clkbuf_2 | 1 | 0.37
nor4b_1 | 3 | 1.9
nor2_1 | 16 | 4.4
nand4bb_1 | 1 | 0.83
and3_1 | 2 | 0.92
nand4_2 | 1 | 0.92
o31ai_1 | 5 | 2.8
nand2_1 | 8 | 2.2
ha_1 | 1 | 0.92
nor3_1 | 5 | 1.8
dfxtp_1 | 27 | 40
a21oi_1 | 13 | 4.8
clkbuf_1 | 2 | 0.55
xor2_1 | 3 | 1.9
or3_2 | 1 | 0.55
or3_4 | 1 | 0.83
or4_1 | 6 | 3.3
-- layer usage --
layer | global-route usage (%) | vias up | part of all wire (%)
met5 | 0 | - | 0
met1 | 7.116 | 567 | 48
met2 | 7.537 | 31 | 42
li1 | - | 652 | -
met4 | 0.2981 | 0 | 0.38
met3 | 2.394 | 2 | 9.9
-- metrics by stage --
| stage | instance area, um^2 | utilization [%] | power, mW | setup slack [ns] |
|---|---|---|---|---|
| finish | 1827 | 17.85 | 0.5140 | 0.7542 |
| global route | 1827 | 17.85 | 0.5334 | 0.5885 |
| CTS | 1827 | 17.85 | 0.5191 | 0.6903 |
| detailed placement | 1782 | 17.41 | 0.3414 | 1.006 |
| global placement | 1782 | 17.41 | 0.3410 | 1.025 |
| floorplan | 1359 | - | 0.3296 | 1.526 |
-- logic make-up (layout without fill, tap and decap cells) --
| logic type | count (synthesis) | count (layout) | share of synthesized area, % |
|---|---|---|---|
| and+or+nand+nor | 79 | 79 | 34.62 |
| xor gates and xnor gates | 12 | 12 | 7.735 |
| AOI/OAI and AO/OA | 27 | 27 | 11.97 |
| DFF | 27 | 27 | 39.78 |
| buffers and inverters | 13 | 40 | 4.972 |
| adders and majority gates | 1 | 1 | 0.9207 |
-- area by class of cell --
type	count	area (um^2)	share of cell area, %
Multi-Input combinational cell	119	750.7	41.10
Sequential cell	27	540.5	29.59
Timing Repair Buffer	30	297.8	16.30
Tap cell	136	170.2	9.315
Clock buffer	4	45.04	2.466
Inverter	6	22.52	1.233
-- power by group --
group | internal (mW) | total [mW] | switching (mW)
Clock | 0.0816 | 0.180 | 0.0985
Sequential | 0.310 | 0.314 | 0.00423
Combinational | 0.00961 | 0.0198 | 0.0102
Total | 0.401 | 0.514 | 0.113
-- worst reg2reg max path: stages, from the launching register on --
cell     delay (ns)
dfxtp_1        0.41
ha_1           0.25
nand4_2        0.20
or4_4          0.67
or4_1          0.52
a21oi_1        0.14
-- how the worst max path moves through the flow --
stage | from | endpoint | slack, ns | cells past startpoint
4_1_cts | M_ctr_q[0] | maxval | 0.69 | 5
6_report | M_ctr_q[0] | maxval | 0.75 | 5
5_1_grt | M_ctr_q[0] | maxval | 0.59 | 5
Power and IR drop assume default switching activity.
